==> design/flow/design.v <==
module RAM_1Port #(
    parameter WIDTH = 16,
    parameter DEPTH = 256
) (
    input                          i_Clk,
    input      [$clog2(DEPTH)-1:0] i_Addr,
    input                          i_Wr_DV,
    input      [        WIDTH-1:0] i_Wr_Data,
    input                          i_Rd_En,
    output reg                     o_Rd_DV,
    output reg [        WIDTH-1:0] o_Rd_Data
);
  reg [WIDTH-1:0] r_Mem[DEPTH-1:0];
  always @(posedge i_Clk) begin
    if (i_Wr_DV) begin
      r_Mem[i_Addr] <= i_Wr_Data;
    end
    o_Rd_Data <= r_Mem[i_Addr];
    o_Rd_DV   <= i_Rd_En;   
  end
endmodule
==> design/flow/run.sh <==
#!/bin/bash
# OpenROAD 26Q1-2900-gdf79404cd8, Yosys 0.63+post, stock flow scripts
make -C /OpenROAD-flow-scripts/flow DESIGN_CONFIG=/design/flow/config.mk WORK_HOME=/design/flow/orfs finish
==> design/flow/config.mk <==
export PLATFORM = sky130hd
export DESIGN_NAME = RAM_1Port
export DESIGN_NICKNAME = RAM_1Port
export VERILOG_FILES = /design/flow/design.v
export SDC_FILE = /design/flow/constraint.sdc
export NUM_CORES = 4
export LEC_CHECK = 1
export CORE_UTILIZATION = 50
==> design/flow/constraint.sdc <==
current_design RAM_1Port

set clk_period 19.4
set clk_io_pct 0.2

create_clock -name clk0 -period $clk_period [get_ports {i_Clk}]

set non_clock_inputs [all_inputs -no_clocks]
set_input_delay [expr $clk_period * $clk_io_pct] -clock clk0 $non_clock_inputs
set_output_delay [expr $clk_period * $clk_io_pct] -clock clk0 [all_outputs]
==> flow_summary.json <==
{
  "status": "finished with violations",
  "violations": "capacitance limit, slew limit",
  "hpwl_um": 236100,
  "cts_setup_buffers": 0,
  "crit_start": "i_Addr[0]",
  "vias": 73290,
  "min_period_ps": 8781,
  "crit_fanout": 36,
  "cts_hold_buf": 0,
  "ys_async_sr_fraction_pct": 0,
  "fmax_ghz": 0.1139,
  "ys_types": 22,
  "switching_power_w": 0.003917,
  "die_x_um": 559.5,
  "synth_adder_area_share_pct": 0,
  "grt_pass1_vias": 81790,
  "p_clk_share_pct": 42.6,
  "power_w": 0.01855,
  "dr.pass1.iters": 13,
  "period_used_pct": 45.26,
  "crit_type": "primary input to register",
  "tightest_slew_ps": 1566,
  "dr_wl_met3_um": 74030,
  "yosysWarnings": 1,
  "syn-cell-area_mm2": 0.1554,
  "yosys_area_mm2": 0.1554,
  "p_comb_share_pct": 4.5,
  "ys_sh_aoi_pct": 3.658,
  "tool_warnings": 26,
  "insertion_delay_ps": 970,
  "htreeDepth": 5,
  "hold_path.class": "register to register",
  "synth-main-ff-cell": "edfxtp_1",
  "p_seq_share_pct": 52.9,
  "grt_usage_pct": 29.97,
  "final_max_slew_viol_count": 2,
  "routed_wl_um": 404800,
  "place_area_mm2": 0.1637,
  "fin_tns_setup_ps": 0,
  "row_count": 204,
  "yosys_cells": 6728,
  "critPathRequiredTime_ps": 20190,
  "root_buffer": "clkbuf_16",
  "min-delay-start": "r_Mem[216][11]",
  "fin_area_mm2": 0.1772,
  "relSlewSlack_pct": -5.754,
  "grt_pass1_wl_um": 580900,
  "drv_cap": 1,
  "syn_avg_cell_area_um2": 23.10,
  "port_buffers": 43,
  "synth.area.mux_share_pct": 14.84,
  "drc": 0,
  "grt_max_degree": 84,
  "cp-end-kind": "register",
  "edf_count": 4096,
  "cts_tree": "done",
  "xor_share_pct": 0,
  "power_density_mw_per_mm2": 104.7,
  "routed.top_layer": "met5",
  "layout_top_cell": "edfxtp_1",
  "wirelength_met1_um": 122000,
  "drt-vias-per-instance": 6.239,
  "ys_seq_share_pct": 79.36,
  "wl_met2_um": 193200,
  "power.internal_w": 0.01463,
  "cts.sinks": 4113,
  "die_h_um": 559.5,
  "synth_cells": 6728,
  "critPathLaunchType": "primary input",
  "whs_endpoint": "o_Rd_Data[11]",
  "numCtsBuffers": 416,
  "fin_util_pct": 57.33,
  "peakVddDrop_v": 0.0001252,
  "drt_iter0_drc": 5120,
  "grt_overflow_total": 0,
  "simple_gate_share_pct": 0.9073,
  "drtAntennaViolNets": 0,
  "fp_util_pct": 50.28,
  "setup_viol": 0,
  "drive_gt1_share_pct": 29.66,
  "place.gp.congestion": 0.8665,
  "postCtsResizedCells": 0,
  "clk_pin_slew_worst_paths_ps": 60,
  "holdPathStages": 5,
  "ys_ff": 4113,
  "core_mm2": 0.3091,
  "hold_viol": 0,
  "clock-skew-final_ps": 81.07,
  "cellLeakagePower_nw": 54.72,
  "cts_buffer_depth": 4,
  "switching_share_pct": 21.12,
  "r2r-end": "o_Rd_Data[6]",
  "rsz0062_at_grt": "no",
  "ios": 44,
  "cp_data_arrival_time_ps": 9570,
  "r2r_cells": 5,
  "ys_top_logic_family": "multiplexers",
  "layout_top_cells": "edfxtp_1 (4096), mux4_2 (1024), a22oi_1 (512)",
  "dieArea_mm2": 0.3131,
  "grt_antenna_before_repair": 11,
  "syn_to_final_growth_pct": 14.03,
  "wire_per_inst_um": 34.46,
  "r2r_start": "r_Mem[254][6]",
  "rrSetupSlack_ps": 16080
}
[critical path, cell delays in order]
cell and delay (ps):
buf_16 180, buf_4 520, buf_4 590, buf_4 550, buf_4 620, buf_4 650, mux4_2 590, a22oi_1 230
a21oi_1 180, o41ai_1 980, buf_4 260, nand4_1 90
[power groups by stage]
stage | clock network (W) | logic, W | registers [W]
global route | 0.00835 | 0.000894 | 0.00981
CTS | 0.00802 | 0.000845 | 0.00982
finish | 0.00789 | 0.000834 | 0.00982
[worst max path at each step]
stage / endpoint / slack (ps) / depth (start not counted)
6_report: o_Rd_Data[12] / 10620 / 12
4_1_cts: o_Rd_Data[7] / 10550 / 12
5_1_grt: o_Rd_Data[12] / 10090 / 12
[layout make-up]
class                   count  area (um2)
multi-input cells        2194       30810
well taps                4120        5155
clock inverters           252        2545
fillers                 21570      131900
clock buffers             515       10960
inverters                   1       3.754
repair buffers            547        4398
flip-flops and latches   4113      123300
diodes                      5       12.51
[stage by stage]
step           hold WS, ps  setup WS (ps)  instances
2_1_floorplan        819.1          12820       6728
3_3_place_gp          1002           8728      10960
3_5_place_dp          1012           9567      10970
4_1_cts               1012          10550      11740
5_1_grt               1077          10090      11740
6_report              1019          10620      11750
[cells by family (layout without fill, tap and decap cells)]
logic type             count (synthesis)  in the layout
AND-OR/OR-AND                        832            832
buffers and inverters                421           1315
flip-flops                          4113           4113
multiplexers                        1024           1024
other                                  0              5
AND/OR/NAND/NOR                      338            338
[synthesized netlist by cell type (all sizes together), types with 13 or more instances]
master  count  area (um2)
a22oi     512        3844
nor3       30       150.1
dfxtp      17       340.3
nor2      232       870.8
a21oi     256        1281
mux4     1024       23060
o41ai      64       560.5
clkbuf    249       934.7
nand2      28       105.1
nand3      13       65.06
edfxtp   4096      123000
nand4      16       100.1
buf       171       984.7
[per-layer routing]
metal / track usage (%) / up-vias
met4: 8.307 / 26
met1: 38.35 / 37480
met2: 42.24 / 4991
li1: - / 30170
met5: 2.073 / -
met3: 23.35 / 628
[state kept, by name, indices dropped and copies added (netlist names)]
name and flops:
r_Mem 4096, o_Rd_Data 16, o_Rd_DV 1
